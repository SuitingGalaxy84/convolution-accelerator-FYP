[/design/flow/config.mk]
export PLATFORM = sky130hd
export DESIGN_NAME = WeightBuff
export DESIGN_NICKNAME = WeightBuff
export VERILOG_FILES = /design/flow/design.v
export SDC_FILE = /design/flow/constraint.sdc
export NUM_CORES = 4
export LEC_CHECK = 1
export CORE_UTILIZATION = 40
[/design/flow/constraint.sdc]
current_design WeightBuff

set clk_period 3.8
set clk_io_pct 0.2

create_clock -name clk0 -period $clk_period [get_ports {clk}]
create_clock -name clk1 -period $clk_period [get_ports {pe_clk}]

set non_clock_inputs [all_inputs -no_clocks]
set_input_delay [expr $clk_period * $clk_io_pct] -clock clk0 $non_clock_inputs
set_output_delay [expr $clk_period * $clk_io_pct] -clock clk0 [all_outputs]
[/design/flow/design.v]
`timescale 1ns / 1ps
module WeightBuff #(
        parameter DATA_WIDTH = 16,
        parameter BUFFER_DEPTH = 16
)(
    input clk,
    input pe_clk,
    input rstn,
    input flush_kernel,  
    input [7:0] kernel_size,
    input [DATA_WIDTH-1:0] data_in,
    output [DATA_WIDTH-1:0] data_out,
    output kernel_busy,
    output reg un_configed,
    input rd_en   
);
    reg [DATA_WIDTH-1:0] weight_buff [BUFFER_DEPTH-1:0];
    reg [7:0] wr_ptr;
    reg [7:0] rd_ptr;
    reg [7:0] next_wr_ptr;
    reg [7:0] next_rd_ptr;
    localparam FLUSH_IDLE = 1'b0;
    localparam FLUSH_OP = 1'b1;
    localparam READ_IDEL = 1'b0;
    localparam READ_OP = 1'b1;
    reg read_current_state;
    reg read_next_state;
    reg write_current_state;
    reg write_next_state;
    always@(posedge clk or negedge rstn) begin
        if(~rstn) begin
            un_configed <= 1;
        end else begin
            if(flush_kernel) begin
                un_configed <= 0;
            end else begin
                un_configed <= un_configed;
            end 
        end 
    end 
    assign kernel_busy = write_current_state || un_configed;
    assign data_out = rd_en ? weight_buff[rd_ptr] : 0;
    always @(*) begin  
        case(write_current_state)
            FLUSH_IDLE: begin
                write_next_state = flush_kernel&&un_configed ? FLUSH_OP : FLUSH_IDLE;
                next_wr_ptr = 0;
            end 
            FLUSH_OP: begin
                next_wr_ptr = wr_ptr+1;
                write_next_state = (wr_ptr==kernel_size) ? FLUSH_IDLE : FLUSH_OP;
            end
        endcase
    end 
    always @(*) begin  
        case(read_current_state)
            READ_IDEL: begin
                read_next_state = rd_en ? READ_OP : 0;
                next_rd_ptr = read_next_state==READ_OP ? 1 : 0;
            end 
            READ_OP: begin
                next_rd_ptr = rd_ptr+1;
                read_next_state = (rd_ptr==kernel_size-1) ? READ_IDEL : READ_OP;
            end
        endcase
    end  
   always @(posedge pe_clk or negedge rstn) begin  
        if(~rstn) begin
            rd_ptr <= 0;
            read_current_state <= 0;
        end else begin
            rd_ptr <= next_rd_ptr;
            read_current_state <= read_next_state;
        end 
    end
    integer i;
    always @(posedge clk or negedge rstn) begin  
        if(~rstn) begin
            wr_ptr <= 0;
            write_current_state <= 0;
            for (i = 0; i < BUFFER_DEPTH; i = i + 1) begin
                weight_buff[i] <= 0;
            end
        end else begin
            wr_ptr <= next_wr_ptr;
            write_current_state <= write_next_state;
            if(write_current_state == FLUSH_OP) begin
                weight_buff[wr_ptr-1] <= data_in;
            end
        end 
    end 
endmodule 
[/design/flow/run.sh]
#!/bin/bash
# OpenROAD 26Q1-2900-gdf79404cd8, Yosys 0.63+post, stock flow scripts
make -C /OpenROAD-flow-scripts/flow DESIGN_CONFIG=/design/flow/config.mk WORK_HOME=/design/flow/orfs finish
==> metrics.yaml <==
floorplanning:
  fp-row-count: 66
  dieArea_sq_mm: 0.0339
  dieHeight_um: 184
  die_width_um: 184
  initCoreUtil_pct: 40.7
  fp.coreArea_sq_mm: 0.0326
  pin_count: 47
logic_synthesis:
  synthXorXnorAreaFrac_pct: 1.72
  logic_family: "multiplexers"
  synth-async-reset-ratio_pct: 100
  top_area_cell: "dfrtp_1"
  ys_area_sq_mm: 0.0133
  top_cell_area_share_pct: 51.6
  ys_sh_mux_pct: 25.2
  synthAoiAreaFrac_pct: 10.4
  ys_cells: 1016
  synthesis.area_sq_mm: 0.0133
  ys_warn_count: 2
  simple_gate_area_share_pct: 6.60
  avgSynthCellArea_sq_um: 13.1
  topCellsByArea: "dfrtp_1 52%, mux2_2 14%, mux2_1 4.8%, mux2_4 4.5%, a22oi_1 1.9%"
  numSynthFlops: 275
  synth.cellmix.adderShare_pct: 1.04
  yosys_most_used_dff: "dfrtp_1"
  ys_types: 68
  synth-edff-count: 0
  postSynthSeqShare_pct: 51.8
  synthCells: 1016
final_timing:
  finalSetupTns_ns: 0
  skew_ns: 0.00813
  tightest_slew_ns: 0.823
  slew_headroom_pct: 45.0
  drv_slew: 0
  rsz0062_at_grt: "no"
  setup_viol: 0
  hold_viol: 0
  setup_ws_ns: 0.185
setup_path:
  critPathKind: "register to primary output"
  worstPathMaxFanout: 12
  critical_path_required_ns: 3.04
  arrival_ns: 2.86
  crit_path_end_kind: "primary output"
  start_kind: "register"
final_layout:
  fin_area_sq_mm: 0.0153
  area_growth_pct: 15.5
  final_core_util_pct: 47.0
  logic_area_sq_mm: 0.00598
  drive_above_1_share_pct: 31.3
  final_cells: 1513
  fill_cells: 2851
  regArea_sq_mm: 0.00689
placement:
  dp_cells: 1453
  place_congestion: 0.847
  place_ws_ns: 0.282
  numPortBuffers: 45
  hpwl_mm: 21.4
  place_area_sq_mm: 0.0143
power_and_ir_drop:
  switchingPower_w: 0.00283
  pwr-share-clk_pct: 34.4
  power_density_mw_per_mm2: 572
  comb_power_share_pct: 29.1
  p_sw_share_pct: 32.2
  p_int_w: 0.00595
  ir_worst_vdd_mv: 0.407
  power_leakage_nw: 6.77
  seq_power_share_pct: 36.5
clocking:
  path_clk_slew_ns: 0.06
  cts_tree: "yes"
  post_cts_buffers: 0
  cts_sinks: 275
  cts_hold_buf: 0
global_route:
  groute.usage.overall_pct: 22.7
  grt_max_degree: 96
  grt_pass1_vias: 8922
  antenna_found_initial: 1
  grt_pass1_wl_mm: 55.2
  overflow: 0
route:
  dr.pass1.iters: 5
  vias: 8645
  drc: 0
  antenna_left: 0
  drt_wl_total_mm: 35.2
  wl_per_cell_um: 23.3
  first_iter_violations: 578
  avgViaCountPerCell: 5.71
job:
  maxCapViolCount: 0
  warning_count: 34
hold_path:
  hold_class: "input pin to async pin"
run_status:
  status: "finished clean"
-- routing by layer --
| layer | share of wire (%) | up-vias | track usage [%] | wire [um] |
|---|---|---|---|---|
| li1 | - | 3843 | - | - |
| met1 | 45 | 4480 | 34.4 | 15900 |
| met2 | 45 | 261 | 33.8 | 16000 |
| met3 | 7.1 | 61 | 5.69 | 2490 |
| met4 | 2.5 | 0 | 5.73 | 892 |
| met5 | 0 | - | 0 | 0 |
-- final timing paths --
| kind | endpoint | startpoint | cells after the start | slack (ns) |
|---|---|---|---|---|
| min in group clk1 | rd_ptr[6] | rd_ptr[6] | 2 | 0.64 |
| max in group clk1 | read_current_state | kernel_size[0] | 8 | 1.06 |
| max in group asynchronous | rd_ptr[2] | rstn | 2 | 2.18 |
| min in group clk0 | weight_buff[0][13] | weight_buff[0][13] | 1 | 0.49 |
| hold reg to reg | weight_buff[0][13] | weight_buff[0][13] | 1 | 0.49 |
| hold / removal | weight_buff[6][13] | rstn | 1 | 0.18 |
| setup / recovery | data_out[8] | rd_ptr[0] | 7 | 0.18 |
| setup reg to reg | weight_buff[15][9] | wr_ptr[0] | 7 | 1.05 |
-- metrics by stage --
stage	hold slack (ns)	total power, W
floorplan	0.458	0.00461
global placement	0.468	0.00578
detailed placement	0.476	0.00579
CTS	0.190	0.00884
global route	0.209	0.00918
finish	0.176	0.00878
-- cell usage after synthesis, types with 6 or more instances --
cell type / instances
mux2_4: 40
a22oi_1: 33
nand3_4: 8
xnor2_1: 13
nor2b_1: 7
ha_1: 11
dfrtp_1: 274
o21ai_0: 28
xor2_1: 13
inv_1: 10
a22o_1: 13
a21oi_1: 21
a221oi_1: 13
mux2_2: 166
a31oi_1: 13
buf_2: 14
a222oi_1: 23
and2_1: 14
nand3_1: 21
nor2_1: 11
mux2_1: 57
nand2_1: 43
mux2i_1: 12
nor3_1: 7
a32oi_1: 6
buf_1: 11
clkbuf_1: 55
-- cells by family (layout without fill, tap and decap cells) --
logic type | after synthesis | in the layout
other | 0 | 1
DFF | 275 | 275
AOI/OAI and AO/OA | 180 | 180
adders and majority gates | 11 | 11
buffers and inverters | 98 | 152
muxes | 280 | 280
and+or+nand+nor | 146 | 146
xor gates and xnor gates | 26 | 26
-- power by group through the flow --
stage	clock network [W]	registers (W)	logic, W
final	0.00302	0.00321	0.00255
after global routing	0.00320	0.00322	0.00276
after CTS	0.00308	0.00321	0.00255
-- flip-flops by register name, indices dropped and copies added (netlist names) --
register,count
rd_ptr,8
read_current_state,1
un_configed,1
weight_buff,256
wr_ptr,8
write_current_state,1
-- cells in the final DEF (no fill, tap or decap), drive strengths merged, types with 13 or more instances in the layout --
cell type	instances
a21oi	21
dfrtp	274
nand3	29
xnor2	13
a221oi	13
a222oi	23
clkdlybuf4s50	44
o21ai	29
nor2	19
buf	39
a22o	13
clkbuf	50
a31oi	14
xor2	13
mux2	263
nand2	44
a22oi	33
and2	14
-- critical path, cell delays in order, from the launching register on --
cell and delay [ns]:
dfrtp_1 0.50, ha_2 0.42, buf_4 0.27, buf_4 0.19
a221oi_1 0.08, mux4_2 0.46, a21oi_1 0.21, clkdlybuf4s50_1 0.50
-- layout make-up --
| class | instances | share of cell area, % |
|---|---|---|
| multi-input combinational | 643 | 39.0 |
| clock buffer | 50 | 6.40 |
| inverter | 10 | 0.245 |
| clock inverter | 9 | 0.522 |
| sequential | 275 | 44.9 |
| timing repair buffer | 83 | 5.32 |
| antenna | 1 | 0.0163 |
| tap | 442 | 3.61 |
-- timing repair --
| action | in CTS | in global routing |
|---|---|---|
| resized | 0 | 2 |
| endpoints found under the setup margin | 0 | 1 |
| endpoints found under the hold margin | 0 | 0 |
Power and IR drop assume default switching activity.
