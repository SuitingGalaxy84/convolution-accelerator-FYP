==> design/flow/run.sh <==
#!/bin/bash
# OpenROAD 26Q1-2900-gdf79404cd8, Yosys 0.63+post, stock flow scripts
make -C /OpenROAD-flow-scripts/flow DESIGN_CONFIG=/design/flow/config.mk WORK_HOME=/design/flow/orfs finish
==> design/flow/config.mk <==
export PLATFORM = sky130hd
export DESIGN_NAME = tagAlloc
export DESIGN_NICKNAME = tagAlloc
export VERILOG_FILES = /design/flow/design.v
export SDC_FILE = /design/flow/constraint.sdc
export NUM_CORES = 4
export LEC_CHECK = 1
export CORE_AREA = 10 10 70 70
export DIE_AREA = 0 0 80 80
==> design/flow/design.v <==
`timescale 1ns / 1ps
module tagAlloc #(
    parameter NUM_COL    = 8     
)(
    input  wire                     clk,    
    input  wire                     rstn,    
    input  wire                     flush_tag,  
    input  wire [$clog2(NUM_COL):0]    tag_in,  
    input wire [NUM_COL-1:0] tag_locks,
    input wire [7:0] kernel_size,
    output wire [NUM_COL-1:0][$clog2(NUM_COL):0] tag_out,  
    output reg tag_busy
);
    reg [$clog2(NUM_COL):0] tag_reg [NUM_COL-1:0]; 
    wire [NUM_COL-1:0] lock_mask;
    wire [NUM_COL-1:0] masked_locks;
    assign lock_mask = ~((1'b1 << kernel_size) - 1'b1);
    assign masked_locks = (tag_locks & ~lock_mask) | lock_mask;
    always@(posedge clk or negedge rstn) begin
        if(~rstn) begin
            tag_busy <= 1;
        end else begin
            tag_busy <= &masked_locks ? 1'b0 : 1'b1;
        end 
    end 
    genvar j;
    generate
    for(j=0;j<NUM_COL;j=j+1) begin
        assign tag_out[j] = masked_locks[j] ? 0 : tag_reg[j];
    end 
    endgenerate 
    integer i;
    always @(posedge clk or negedge rstn) begin
        if(~rstn) begin
            for(i=0; i<NUM_COL; i=i+1) begin
                tag_reg[i] <= 0;
            end
        end else begin 
            for(i=0; i<NUM_COL-1; i=i+1) begin
                tag_reg[i+1] <= masked_locks[i] ? tag_reg[i] : 0;
            end 
        end 
    end 
    always @(posedge clk or negedge rstn) begin
        if(~rstn) begin
            tag_reg[0] <= 0;
        end else if(flush_tag) begin
            tag_reg[0] <= tag_in;
        end else begin
            tag_reg[0] <= tag_reg[0];
        end
    end 
endmodule
==> design/flow/constraint.sdc <==
current_design tagAlloc

set clk_period 1.2
set clk_io_pct 0.2

create_clock -name clk0 -period $clk_period [get_ports {clk}]

set non_clock_inputs [all_inputs -no_clocks]
set_input_delay [expr $clk_period * $clk_io_pct] -clock clk0 $non_clock_inputs
set_output_delay [expr $clk_period * $clk_io_pct] -clock clk0 [all_outputs]
==> results.yml <==
# flow metrics
status:
  status: "finished with violations"
  violations: "negative setup slack"
synth:
  ys_types: 21
  yosysSeqAreaShare: 0.05882
  syn-mean-instance-area_um2: 7.090
  synth_warnings: 10
  syn_inst: 63
  yosys-top-cells-area: "buf_4 54%, dfstp_2 5.9%, nand3_1 4.5%, nor4_1 4.2%, nand2_1 3.4%"
  synth_area_um2: 446.7
  largest_area_cell: "buf_4"
  netlist.area_leader.share: 0.5378
  ys_cells: 63
  ys_ff: 1
  ys_area_um2: 446.7
place:
  io_buffers: 18
  dp_hpwl_um: 1195
  place_area_um2: 646.9
  gp_congestion: 0.7469
drt:
  finalWirelength_um: 1436
  wl_met3_um: 130
  postRouteAntennaNets: 0
  routedWlPerCell_um: 9.769
  wl_met1_um: 700
  highest_layer: "met3"
  routed-wl-met2_um: 605
  viasPerCell: 3.204
  vias: 471
  first_iter_violations: 15
  first_pass_iters: 2
  diodes: 0
  drc: 0
sta:
  fmax_mhz: 552.3
  worst_slack_ns: -0.6107
  drv_slew: 0
  hold_violations: 0
  period_minus_slack_ns: 1.811
  rsz0062_at_grt: "yes"
  setup_viol: 1
  post-route-period-util: 1.509
cells_and_area:
  top_register: "tag_busy"
  final_layout_top_logic_cell: "conb_1"
  top_regs: "tag_busy: 1 flops"
  drive_gt1_frac: 0.4158
  design_area_um2: 792.0
  largest_reg_flops: 1
  syn2layout_area_growth_pct: 77.31
  final_cell_mix: "32 x conb_1, 20 x buf_4, 10 x clkdlybuf4s50_1"
min_path:
  hp-class: "in2async"
setup_path:
  critPathArrivalTime_ns: 1.72
  crit_fanout: 2
  crit_chain: "buf_6 > nor3_4 > nand2_2 > nor2_4 > nand2_1 > ha_4 > a21bo_2 > nand3_1 > a32o_2 > nor4_2 > o21ai_1"
  cp-end-kind: "flop"
  slowest_stage: "a32o_2"
  worstPathRequired_ns: 1.11
  worstSetupStartpointType: "primary input"
  critPathTopFamily: "simple AND/OR/NAND/NOR gates"
  crit_end: "tag_busy"
  cp.depth: 11
  startpoint: "kernel_size[5]"
  path_class: "in2reg"
  critical-path-max-stage-delay_ns: 0.22
  crit_buf_inv: 1
die:
  die_w_um: 80
  rows: 21
  chipHeight_um: 80
  dieArea_um2: 6400
  core_area_um2: 3416
  fp_util: 0.1308
  ios: 56
global_routing:
  grt_pass1_wl_um: 2187
  grt_pass1_vias: 546
  antenna_found_initial: 0
  track_usage: 0.03907
  grt_overflow: 0
  grt_max_degree: 7
power_and_ir_drop:
  p_per_area_nw_per_um2: 245.0
  peakVddDrop_mv: 0.06882
  leakage_nw: 0.3670
  finalPower_w: 0.0001940
job:
  cap_violations: 0
  warnings: 36
clock_network:
  cts.clk_slew.worst_paths_ns: 0
  cts-hold-fix-buffers: 0
## kinds of logic (layout without fill, tap and decap cells)
kind of cell | after synthesis | in the layout | share of synthesized area
AOI/OAI and AO/OA | 9 | 9 | 0.1485
xor gates and xnor gates | 1 | 1 | 0.01961
adders and majority gates | 1 | 1 | 0.02801
buffers and inverters | 33 | 40 | 0.5462
DFF | 1 | 1 | 0.05883
other | 1 | 32 | 0.008395
and+or+nand+nor | 17 | 17 | 0.1905
## worst min-delay path by stage
stage | startpoint | slack [ns] | endpoint
6_report | rstn | 0.56 | tag_busy
4_1_cts | rstn | 0.56 | tag_busy
5_1_grt | rstn | 0.58 | tag_busy
## timing repair
action | in CTS | in global routing
setup endpoints to repair | 1 | 1
setup buffers | 12 | 0
gates resized | 28 | 10
pin swaps | 12 | 8
## Yosys cell counts
cell type and number:
a21oi_1 2, inv_1 1, nand3_1 4, o2bb2ai_1 1, nand2_1 4, a32o_1 1
o22ai_1 1, conb_1 1, dfstp_2 1, a21bo_2 1, ha_1 1, xnor2_1 1
nor4_1 3, o221ai_1 1, and2b_2 1, nand2b_1 1, nor3_1 1, o31ai_1 1
o21ai_1 1, buf_4 32, nor2_1 3
## power breakdown
group          internal [W]  switching (W)  total (W)  leakage [nW]
clock network             0              0          0             0
logic             0.0000985      0.0000610   0.000160         0.356
registers         0.0000345   0.0000000173  0.0000345        0.0105
## layer usage
layer	global-route usage	up-vias
li1	-	229
met1	0.05754	208
met2	0.05939	34
met3	0.007955	0
met4	0.001761	0
met5	0	-
## per-stage QoR
stage          setup TNS (ns)  utilization  setup WS [ns]  hold WS (ns)  std cells
6_report              -0.6107       0.2319        -0.6107        0.5571        147
5_1_grt               -0.7226       0.2319        -0.7226        0.5836        147
4_1_cts               -0.6993       0.2187        -0.6993        0.5610        147
3_5_place_dp           -1.037       0.1894         -1.037        0.5567        135
3_3_place_gp           -1.079       0.1894         -1.079        0.5623        135
2_1_floorplan         -0.4663            -        -0.4663       0.09216         94
## area by class of cell
cell class	count	area, um^2
Fill cell	377	2624
Tap cell	46	57.56
Timing Repair Buffer	39	327.8
Sequential cell	1	26.28
Multi-Input combinational cell	60	376.6
Inverter	1	3.754
No activity file was given, so power comes from the tool's default toggle rates.
