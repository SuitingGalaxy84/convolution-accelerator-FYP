[/design/flow/design.v]
module SV_PE_ctrl(
    input clk,
    input READY,
    input rstn,
    output reg mult_seln,
    output reg acc_seln,
    output reg opsum_seln,
    output reg ipsum_seln,
    input [7:0] kernel_size,
    output hold_psum
);
    parameter [2:0] STATE_IDLE = 2'b00;
    parameter [2:0] STATE_IPSUM = 2'b01;
    parameter [2:0] STATE_OP = 2'b10;
    parameter [2:0] STATE_OPSUM = 2'b11;
    reg [1:0] current_state;
    reg [1:0] next_state;
    reg [7:0] MAC_counter = 8'b0; 
    reg out_valid;
    assign hold_psum = (current_state == STATE_OP && MAC_counter == 0) ? 1'b1 : 1'b0;
    always_ff @(posedge clk) begin : MAC_counting
        if(current_state != STATE_OP) begin
            MAC_counter <= 8'b0;
        end else begin
            MAC_counter <= MAC_counter + 1;
        end
        if(MAC_counter == kernel_size-2) begin
            out_valid <= 1'b1;
        end else begin
            out_valid <= 1'b0;
        end 
    end 
    always_ff @(posedge clk or negedge rstn) begin : STATE_machine 
        if (~rstn) begin
            current_state <= STATE_IDLE;
        end else begin
            current_state <= next_state;
        end
    end
    always_comb begin : STATE_definition
        case (current_state)
            STATE_IDLE: begin 
                mult_seln =1;  
                acc_seln = 1;  
                opsum_seln = 1;  
                ipsum_seln = 1;
                next_state = READY ? STATE_IPSUM : STATE_IDLE;
            end
            STATE_IPSUM: begin
                mult_seln = 1;  
                acc_seln = 1;  
                opsum_seln = 1;  
                ipsum_seln = 0;  
                next_state = STATE_OP;
            end 
            STATE_OP: begin
                mult_seln = 0;  
                acc_seln = 0;  
                opsum_seln = 1;
                ipsum_seln = 1;  
                next_state = out_valid ? STATE_OPSUM : STATE_OP;  
            end 
            STATE_OPSUM: begin
                mult_seln = 0;  
                acc_seln = 0;
                opsum_seln = 0;
                ipsum_seln = 1; 
                next_state = READY ? STATE_IPSUM : STATE_IDLE;
            end 
            default : begin
                mult_seln = 1;
                acc_seln = 1;
                opsum_seln = 1;
                ipsum_seln = 1;
                next_state = STATE_IDLE;
            end
        endcase
    end
endmodule
[/design/flow/config.mk]
export PLATFORM = sky130hd
export DESIGN_NAME = SV_PE_ctrl
export DESIGN_NICKNAME = SV_PE_ctrl
export VERILOG_FILES = /design/flow/design.v
export SDC_FILE = /design/flow/constraint.sdc
export NUM_CORES = 4
export LEC_CHECK = 1
export CORE_AREA = 10 10 79 79
export DIE_AREA = 0 0 89 89
[/design/flow/constraint.sdc]
current_design SV_PE_ctrl

set clk_period 2.1
set clk_io_pct 0.2

create_clock -name clk0 -period $clk_period [get_ports {clk}]

set non_clock_inputs [all_inputs -no_clocks]
set_input_delay [expr $clk_period * $clk_io_pct] -clock clk0 $non_clock_inputs
set_output_delay [expr $clk_period * $clk_io_pct] -clock clk0 [all_outputs]
[/design/flow/run.sh]
#!/bin/bash
# OpenROAD 26Q1-2900-gdf79404cd8, Yosys 0.63+post, stock flow scripts
make -C /OpenROAD-flow-scripts/flow DESIGN_CONFIG=/design/flow/config.mk WORK_HOME=/design/flow/orfs finish
==> summary.txt <==
Implementation status.

- The run finished with clean final reports.
- Counting I/O delays and the setup requirement, the final critical path takes 2.043 ns.
- The global route stage reports its total congestion overflow as 0.
- The share of layout cells above drive strength 1 is 0.1262.
- The data arrival time reported for the critical path is 1.62 ns.
- The finished layout holds 157 standard cells, fillers aside.
- Max-slew check failures listed in the final report amount to 0.
- The cell count after synthesis is 84.
- The element type at the critical path start is a flop.
- From synthesis to final layout, the design area changed by 34.84%.
- The required arrival time at the worst endpoint is 1.68 ns.
- The kind of cell with the highest combined delay along the critical path is simple AND/OR/NAND/NOR gates.
- Timing analysis after detailed placement gives a worst setup slack of -0.02141 ns.
- Derived from the worst setup path, the maximum achievable clock frequency is 489.4 MHz.
- The final layout contains routed wiring with a total length of 1546 µm.
- Looking at the clock tree report, the H-tree level count equals 1.
- The floorplan report gives the top-level pin count as 16.
- The violation count after the first detailed-routing iteration is 16.
- The cell type of the slowest stage on the worst timing path is sky130_fd_sc_hd__clkdlybuf4s50_1.
- The largest stage delay on the critical path is 0.47 ns.
- The largest driver fanout on the critical path is 7.
- The number of antenna violations at the first check in global routing is 0.
- The share of flip-flops with an asynchronous set or reset is 0.3077.
- In the final timing run, aggregate negative setup slack is 0 ns.
- The number of antenna diodes is 0.
- The vertical die dimension is 89 µm.
- The largest net degree at the start of global routing is 9.
- In this run, distinct cell masters in the synthesized netlist total 33.
- Per the post-run analysis, buffers plus inverters along the critical path come to 1.
- The main flop type is sky130_fd_sc_hd__dfxtp_1.
- In this run the post-CTS setup repair buffer count came out at 0.
- STA classifies the critical path endpoint as an output pin.
- The worst setup path is of the flop to output pin kind.
- In the floorplan report the effective utilization is 0.1664.
- No sink is reached through more buffers than the 2 on the longest clock path.
- At the later pin of the worst-skew pair, clock insertion delay measures 0.24 ns.
- The first global-routing pass estimated 2525 µm of wire.
- The area recorded from the Yosys report for this design is 775.7 µm².
- The transition time recorded at the tightest slew-check pin is 0.2988 ns.
- The tally of nets with antenna violations remaining after routing is 0.
- The iteration tally of the first detailed-router pass is 4.
- The worst hold slack across all endpoints is 0.3821 ns.
- In this run the mean area of a mapped cell was 9.235 µm².
- The number of synthesized flops with an enable pin is 0.
- Summing internal, switching and leakage power gives 1.140 mW.
- The die is 89 µm wide.
- The routed design shows a via density per instance of 3.771.
- The post-route cell area is 1046 µm².
- Setup repair after global routing left no endpoint under its margin.
- The type of the worst min-delay path is primary input to asynchronous set/reset pin.
- The multi-input logic area is 451.7 µm².
- The final count of negative-setup-slack endpoints is 0.
- The power density normalized to cell area is 1090 nW/µm².
- The site row count is 25.
- The number of warnings in the stage logs is 26.
- The synthesized netlist occupies a cell area of 775.7 µm².
- The buffer cell driving the clock tree root is sky130_fd_sc_hd__clkbuf_8.
- The global router's overall resource usage is 0.03956.
- The total of warnings raised by yosys is 1.
- The DRC violation total left in the routed layout is recorded as 0.
- The total cell area at the placement stage is 993.5 µm².
- The filler cell count in the final layout is 486.
- In the finished design, the share of the clock period the worst path needs comes to 0.9730.
- The core region is 4661 µm².
- According to the floorplan report, the total die area is 7921 µm².
- The clock tree from TritonCTS is yes.
- The synthesized netlist was found by Yosys to have 84 cells.
- In this run, CTS created clock tree buffers numbering 3.
- The core occupancy in the finished layout is 0.2244.
- Counting endpoints that fail hold in the final report gives 0.
- The via count of the first global-routing pass was 572.
- Routability-driven placement finished with a final weighted congestion of 0.7950.
- Walking the worst path, the cells encountered are nor4b_2 > and4b_1 > clkdlybuf4s50_1.
- For this sky-water flow run, the detailed-routed wirelength per cell is reported as 9.847 µm.
- The register clock-pin slew on the reported worst setup and hold paths is 0.05 ns.
- Per the placement report, the placed cell count is 153.
- The total via count after detailed routing is 592.
- The number of port buffers is 15.
- TritonCTS reports the number of clock sinks as 13.
- The worst path meets setup with 0.05667 ns of slack.
- The power report puts the leakage power at 0.4197 nW.
- Across the run, the number of max-cap violations was 0.
- The highest supply drop recorded on VDD is 0.5568 mV.
- The storage element area is 282.8 µm².
- Across all checked pins, the minimum headroom to the slew limit is 0.8008.
- The half-perimeter wire length after detailed placement is 1258 µm.
- The sequential share of the synthesized area is 0.3629.
- The post-synthesis sequential element count is 13.
- In the final run the clock tree shows a worst skew of 0.004341 ns.
path summary, 6_finish.rpt:
kind / startpoint / to / slack (ns) / depth (start not counted)
setup / recovery: MAC_counter[5] / hold_psum / 0.06 / 3
hold / removal: rstn / current_state[2] / 0.38 / 1
setup reg to reg: MAC_counter[7] / out_valid / 0.84 / 4
hold reg to reg: current_state[2] / current_state[1] / 0.45 / 1
max in group asynchronous: rstn / current_state[0] / 1.48 / 1
min in group clk0: current_state[2] / current_state[1] / 0.45 / 1
layout make-up:
type / count / share of cell area
clock buffer: 4 / 0.04306
inverter: 7 / 0.02512
multi-input combinational: 61 / 0.4318
sequential: 13 / 0.2703
tap: 54 / 0.06459
timing repair buffer: 18 / 0.1651
cell usage after synthesis (2+ instances only):
cell	number	area share
sky130_fd_sc_hd__inv_1	7	0.034
sky130_fd_sc_hd__ha_1	3	0.048
sky130_fd_sc_hd__or3_1	2	0.016
sky130_fd_sc_hd__dfrtp_1	3	0.097
sky130_fd_sc_hd__xor2_1	8	0.090
sky130_fd_sc_hd__nor2b_1	2	0.016
sky130_fd_sc_hd__nor3_1	2	0.013
sky130_fd_sc_hd__nand3_1	5	0.032
sky130_fd_sc_hd__and3_1	2	0.016
sky130_fd_sc_hd__dfxtp_1	9	0.23
sky130_fd_sc_hd__nor2_1	13	0.063
sky130_fd_sc_hd__xnor2_1	7	0.079
per-layer routing:
metal,wire (µm),global-route usage
met1,810,0.05681
met2,634,0.05851
met4,0,0
met3,102,0.01561
met5,0,0
state kept, by name (all words and copies together), names as in the netlist:
signal         count
out_valid          1
MAC_counter        8
current_state      4
cell families after synthesis:
| family | share of synthesized area |
|---|---|
| AND/OR/NAND/NOR | 0.2645 |
| XOR/XNOR | 0.1694 |
| flip-flops | 0.3629 |
| buffers and inverters | 0.06291 |
| AND-OR/OR-AND | 0.07903 |
| adder cells (fa/ha/maj) | 0.04839 |
| multiplexers | 0.01290 |
worst reg2reg max path, delay by kind of cell, from the launching register on:
kind | cells | cell delay (ns)
AND-OR/OR-AND | 2 | 0.48
XOR/XNOR | 1 | 0.25
flip-flops | 1 | 0.34
AND/OR/NAND/NOR | 1 | 0.08
placed cells by master (no fill, tap or decap), drive strengths merged, types with 3 or more instances in the layout:
master         synthesis  routed
dfxtp                  9       9
xor2                   8       8
or3                    3       3
clkdlybuf4s50          0      15
nor3                   3       3
dfrtp                  3       3
clkbuf                 1       4
ha                     3       3
buf                    2       3
nand3                  5       5
inv                    7       7
xnor2                  7       7
nor2                  13      13
repair_timing:
item	in CTS	in global routing
hold buffers	0	0
endpoints found under the setup margin	1	1
gates resized	1	1
pin swaps	0	2
where the power goes:
group	total (mW)	switching [mW]	internal (mW)	leakage, nW
logic	0.455	0.180	0.275	0.272
registers	0.469	0.123	0.345	0.125
clock network	0.216	0.0824	0.134	0.0228
Power is estimated from default activity; no workload was simulated.
