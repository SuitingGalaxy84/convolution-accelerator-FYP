===== flow/design.v =====
module async_fifo_with_prefill #(
    parameter DATA_WIDTH = 8,
    parameter FIFO_DEPTH = 16,
    parameter PRE_FILL_LEVEL = FIFO_DEPTH/2
) (
    input  wire                  wr_clk,
    input  wire                  wr_rstn,
    input  wire                  wr_en,
    input  wire [DATA_WIDTH-1:0] wr_data,
    output wire                  full,
    output reg                   pre_fill_done,     
    input  wire                  rd_clk,
    input  wire                  rd_rstn,
    input  wire                  rd_en,
    output wire [DATA_WIDTH-1:0] rd_data,
    output wire                  empty,
    output wire                  pre_fill_done_sync  
);
    reg [$clog2(FIFO_DEPTH):0]   wr_ptr_bin;
    reg [$clog2(FIFO_DEPTH):0]   rd_ptr_bin;
    wire [$clog2(FIFO_DEPTH):0]  wr_ptr_gray;
    wire [$clog2(FIFO_DEPTH):0]  rd_ptr_gray;
    reg [$clog2(FIFO_DEPTH):0]   wr_ptr_gray_sync [1:0];
    reg [$clog2(FIFO_DEPTH):0]   rd_ptr_gray_sync [1:0];
    reg [$clog2(FIFO_DEPTH)-1:0]   fifo_used;
    reg [1:0]                    pre_fill_done_sync_reg;
    reg [DATA_WIDTH-1:0] mem [FIFO_DEPTH-1:0];
    assign wr_ptr_gray = wr_ptr_bin ^ (wr_ptr_bin >> 1);
    assign rd_ptr_gray = rd_ptr_bin ^ (rd_ptr_bin >> 1);
    always @(posedge wr_clk or negedge wr_rstn) begin
        if (!wr_rstn) begin
            fifo_used <= 0;
            pre_fill_done <= 0;
        end else begin
            case ({wr_en & ~full, rd_en & ~empty})
                2'b10: fifo_used <= fifo_used + 1;
                2'b01: fifo_used <= fifo_used - 1;
                default: fifo_used <= fifo_used;
            endcase
            if (fifo_used >= PRE_FILL_LEVEL) begin
                pre_fill_done <= 1;
            end else begin
                pre_fill_done <= pre_fill_done;
            end 
        end
    end
    always @(posedge rd_clk or negedge rd_rstn) begin
        if (!rd_rstn) begin
            pre_fill_done_sync_reg <= 2'b00;
        end else begin
            pre_fill_done_sync_reg <= {pre_fill_done_sync_reg[0], pre_fill_done};
        end
    end
    assign pre_fill_done_sync = pre_fill_done_sync_reg[1];
    always @(posedge wr_clk or negedge wr_rstn) begin
        if (!wr_rstn) begin
            rd_ptr_gray_sync[0] <= 0;
            rd_ptr_gray_sync[1] <= 0;
        end else begin
            rd_ptr_gray_sync[0] <= rd_ptr_gray;
            rd_ptr_gray_sync[1] <= rd_ptr_gray_sync[0];
        end
    end
    always @(posedge rd_clk or negedge rd_rstn) begin
        if (!rd_rstn) begin
            wr_ptr_gray_sync[0] <= 0;
            wr_ptr_gray_sync[1] <= 0;
        end else begin
            wr_ptr_gray_sync[0] <= wr_ptr_gray;
            wr_ptr_gray_sync[1] <= wr_ptr_gray_sync[0];
        end
    end
    always @(posedge wr_clk or negedge wr_rstn) begin
        if (!wr_rstn) begin
            wr_ptr_bin <= 0;
        end else if (wr_en && !full) begin
            wr_ptr_bin <= wr_ptr_bin + 1;
        end
    end
    always @(posedge rd_clk or negedge rd_rstn) begin
        if (!rd_rstn) begin
            rd_ptr_bin <= 0;
        end else if (rd_en) begin
            rd_ptr_bin <= rd_ptr_bin + 1;
        end
    end
    integer j;
    always @(posedge wr_clk or negedge wr_rstn) begin
        if(~wr_rstn) begin
            for(j=0;j<FIFO_DEPTH;j=j+1) begin
                mem[j] <= 0;
            end
        end else if (wr_en && !full) begin
            mem[wr_ptr_bin[$clog2(FIFO_DEPTH)-1:0]] <= wr_data;
        end
    end
    assign rd_data = mem[rd_ptr_bin[$clog2(FIFO_DEPTH)-1:0]];
    wire [$clog2(FIFO_DEPTH):0] wr_ptr_gray_sync_rd;
    wire [$clog2(FIFO_DEPTH):0] rd_ptr_gray_sync_wr;
    assign rd_ptr_gray_sync_wr = rd_ptr_gray_sync[1];
    assign wr_ptr_gray_sync_rd = wr_ptr_gray_sync[1];
    assign full = (wr_ptr_gray[$clog2(FIFO_DEPTH):$clog2(FIFO_DEPTH)-1] == 
                  ~rd_ptr_gray_sync_wr[$clog2(FIFO_DEPTH):$clog2(FIFO_DEPTH)-1]) &&
                 (wr_ptr_gray[$clog2(FIFO_DEPTH)-2:0] == 
                  rd_ptr_gray_sync_wr[$clog2(FIFO_DEPTH)-2:0]);
    assign empty = (wr_ptr_gray_sync_rd == rd_ptr_gray);
endmodule
//     synthesis translate_off

===== flow/run.sh =====
#!/bin/bash
# OpenROAD 26Q1-2900-gdf79404cd8, Yosys 0.63+post, stock flow scripts
make -C /OpenROAD-flow-scripts/flow DESIGN_CONFIG=/design/flow/config.mk WORK_HOME=/design/flow/orfs finish

===== flow/config.mk =====
export PLATFORM = sky130hd
export DESIGN_NAME = async_fifo_with_prefill
export DESIGN_NICKNAME = async_fifo_with_prefill
export VERILOG_FILES = /design/flow/design.v
export SDC_FILE = /design/flow/constraint.sdc
export NUM_CORES = 4
export LEC_CHECK = 1
export CORE_UTILIZATION = 50

===== flow/constraint.sdc =====
current_design async_fifo_with_prefill

set clk_period 3.2
set clk_io_pct 0.2

create_clock -name clk0 -period $clk_period [get_ports {rd_clk}]
create_clock -name clk1 -period $clk_period [get_ports {wr_clk}]

set non_clock_inputs [all_inputs -no_clocks]
set_input_delay [expr $clk_period * $clk_io_pct] -clock clk0 $non_clock_inputs
set_output_delay [expr $clk_period * $clk_io_pct] -clock clk0 [all_outputs]

==> results.txt <==
The synthesis and PnR run went through. Grouping stages by cell kind, the critical path spends the most delay in AND-OR/OR-AND gates. Among logic cells in the layout, the one with the most instances is sky130_fd_sc_hd__dfrtp_1. Per the STA report, the cell with the highest stage delay on the worst path is sky130_fd_sc_hd__dfrtp_2. In this run the tool buffered the top-level ports with 24 buffer cells. First-pass GRT wire length landed at 28.6 mm.

Routability-driven placement congestion ratio landed at 0.821. The synthesized netlist was found by Yosys to have around 560 cells. Post-detailed-placement half-perimeter wirelength landed at 10.7 mm.

Setup repair after global routing could not meet its margin everywhere. Floorplan utilization landed at between 50% and 60%. The layout summary lists the proportion of cells stronger than drive strength 1 as 36.6%. The register with the most flip-flops in the final layout is mem. Synthesized instance count landed at 557.

At the worst endpoint, the arrival time is about 2.5 ns. Global routing put the most usage on met1. After the first detailed-routing iteration, the DRC count stood at 362. Cell area after synthesis landed at slightly below 8000 sq um. During I/O placement, the number of pins put on the boundary was 26.

The final antenna diode tally reported by the flow is 0. The worst setup path is of the register to primary output kind. Yosys warning count landed at 5. Number of synthesized register bits landed at around 170. Via count landed at 4704. Fraction of met1 tracks used by global routing landed at 40.7%. Remaining max-slew budget at the tightest pin landed at 48.7%.

Per the summary, power density relative to cell area is 1160 nW/um^2. The largest registers in the layout are mem (128), rd_ptr_gray_sync (10), wr_ptr_gray_sync (10). Number of standard-cell rows in the floorplan landed at about 44.

Number of cells in the finished layout apart from fillers landed at 793. The worst setup path is launched from a register. In this design, the stage delay of the slowest critical-path cell is 0.45 ns. Number of vias per cell landed at roughly 6. For this run, the total global-route usage over all layers was measured as 25.3%. Sequential elements use 53.8% of the synthesized area. Maximum number of pins on one net before global-route repair landed at 67.

In the final timing run, aggregate negative setup slack is 0 ns. Maximum resistive drop on vdd landed at about 0.00071 V. Per the final report, max-transition violations number 0. Register-to-register setup slack landed at 0.31 ns. Area added between synthesis and finish landed at 18.0%. The number of maximum-capacitance violations recorded for the run is 0. Height of the chip landed at roughly 130 microns. The worst setup path is captured at a primary output. Once detail routing completed, the nets flagged for antenna violations numbered 0. The clock net in this run drives a total of 165 sinks. Sum of routed wire length over all layers landed at roughly 18 mm.

Number of global-route vias before repair landed at 4957. From the final report, the count of setup violators was given as 0. For this run, global-route usage on met3 was measured as 6.93%.

Per the OpenROAD power report, leakage power amounts to 3.96 nW. The die covers 15900 sq um. Critical path depth in cells landed at 8. Total iterations of the first detailed-routing run landed at 5. Traced cell by cell, the critical path runs through inv_2 > ha_4 > buf_12 > a222oi_1 > inv_1 > a222oi_1 > a31oi_1 > clkdlybuf4s50_1.

For reference, the clock transition at the flip-flops on the worst setup and hold paths is 0.06 ns. The run finished with clean final reports. Number of flip-flops in the largest register landed at between 100 and 150.

For the worst flop-to-flop path, the logic depth is 12. Yosys mapped the design onto 40 distinct sky130hd cell types. Per the placement report, the placed cell count is between 700 and 800. TritonCTS built the clock tree. The number of antenna violations at the first check in global routing was 0. Required time reported for the critical path endpoint landed at 2.56 ns. The core region is around 15000 sq um. The number of buffers and inverters on the critical path is 4. Detail-routed net length per standard cell landed at 22.6 microns. Number of warnings the tools reported landed at 41. Global-route met2 utilization landed at 37.8%. TritonRoute reported its final design rule violation total as 0. Per-instance average area after synthesis landed at 13.8 sq um. The completed layout was analyzed and its total power is between 10 and 15 mW. Leaving out fill and tap cells, the most frequent cells in the layout are 161 x sky130_fd_sc_hd__dfrtp_1, 103 x sky130_fd_sc_hd__mux2_2, 26 x sky130_fd_sc_hd__mux2_4. Counting stages on the worst path, the most repeated cell is sky130_fd_sc_hd__a222oi_1. Hold-check failures listed in the final report amount to 0.

Per the OpenROAD floorplan log, the width of the die is 126 microns. Summed over all layers, the global routing overflow is 0. The type recorded for the worst min-delay path is input port to asynchronous set/reset pin. For the final database, setup skew stands at 0.0106 ns. Looking at the max-slew report, the worst-margin pin has a slew of 0.767 ns. Summing all placed instances gives a cell area of 8200 sq um. Area figure in the yosys stat output landed at 7680 sq um. Peak fanout along the critical path landed at 14. Post-route cell area landed at 9070 sq um.
through the flow:
step / setup WS [ns] / hold slack, ns / util [%]
finish: 0.0984 / 0.162 / 61.5
global route: -0.0337 / 0.184 / 61.5
CTS: 0.00663 / 0.169 / 60.7
detailed placement: 0.130 / 0.335 / 55.6
global placement: 0.179 / 0.332 / 55.6
floorplan: 0.339 / 0.331 / -
logic make-up (layout without fill, tap and decap cells):
group                    after synthesis  in the layout  share of synthesized area (%)
XOR/XNOR                              23             23                           2.72
AND/OR/NAND/NOR                       56             56                           3.55
multiplexers                         130            130                           20.3
adder cells (fa/ha/maj)               24             24                           4.01
flip-flops                           165            165                           53.8
buffers and inverters                 55            107                           3.06
AND-OR/OR-AND                        104            104                           12.6
routing by layer:
layer	wire length [microns]	part of all wire, %	vias to the layer above
li1	-	-	2114
met1	8270	46	2466
met2	8460	47	114
met3	1070	6.0	10
met4	147	0.82	0
met5	0	0	-
synth_stat cells (all sizes together):
cell | count | area share [%]
or2 | 1 | 0.081
a21boi | 1 | 0.15
mux2 | 129 | 20
fa | 1 | 0.26
xor2 | 10 | 1.2
nor2 | 11 | 0.54
nor3 | 1 | 0.065
nand2b | 1 | 0.081
nand4 | 1 | 0.081
mux2i | 1 | 0.13
o21ai | 5 | 0.33
nand2 | 16 | 0.78
nand3 | 19 | 1.2
xnor2 | 13 | 1.5
a221oi | 2 | 0.23
a32oi | 2 | 0.23
a21o | 1 | 0.098
a32o | 1 | 0.13
ha | 23 | 3.7
clkbuf | 25 | 1.2
o31ai | 1 | 0.098
nor2b | 4 | 0.33
a31oi | 6 | 0.49
nor4 | 1 | 0.28
inv | 23 | 1.1
a22oi | 23 | 2.2
a22o | 18 | 2.1
and2 | 1 | 0.081
dfrtp | 165 | 54
buf | 7 | 0.72
a222oi | 19 | 2.5
a41oi | 2 | 0.23
a21oi | 23 | 3.8
power breakdown:
group	switching, mW	leakage [nW]	internal [mW]	total, mW
Sequential	0.593	2.00	3.11	3.70
Clock	0.837	0.345	1.48	2.32
Combinational	2.24	1.61	2.28	4.52
what timing repair did:
action / 4_1_cts / 5_1_grt
endpoints found under the setup margin: 8 / 8
hold buffers: 0 / 0
buffers inserted: 0 / 3
pin swaps: 3 / 8
endpoints found under the hold margin: 0 / 0
resized: 7 / 19
gates cloned: 1 / 0
cell type report:
| cell class | count | area (sq um) |
|---|---|---|
| Fill cell | 1080 | 5690 |
| Sequential cell | 165 | 4130 |
| Timing Repair Buffer | 48 | 492 |
| Clock inverter | 10 | 146 |
| Inverter | 23 | 86.3 |
| Multi-Input combinational cell | 337 | 3420 |
| Tap cell | 184 | 230 |
| Clock buffer | 26 | 563 |
final timing paths:
kind                                                        from                                to
worst max-delay path                   rd_ptr_bin[2]$_DFFE_PN0P_                        rd_data[3]
worst min-delay path                                     wr_rstn            mem[14][1]$_DFFE_PN0P_
worst max register to register         wr_ptr_bin[1]$_DFFE_PN0P_          fifo_used[3]$_DFFE_PN0P_
worst min register to register         rd_ptr_bin[4]$_DFFE_PN0P_  rd_ptr_gray_sync[0][4]$_DFF_PN0_
max in group clk1                      wr_ptr_bin[1]$_DFFE_PN0P_          fifo_used[3]$_DFFE_PN0P_
max in group asynchronous                                rd_rstn         rd_ptr_bin[0]$_DFFE_PN0P_
min in group clk1                      rd_ptr_bin[4]$_DFFE_PN0P_  rd_ptr_gray_sync[0][4]$_DFF_PN0_
min in group clk0               wr_ptr_gray_sync[0][2]$_DFF_PN0_  wr_ptr_gray_sync[1][2]$_DFF_PN0_
Power figures rest on the tool's default switching activity, not on a simulated workload.
